==> /design/flow/run.sh <==
#!/bin/bash
# OpenROAD 26Q1-2900-gdf79404cd8, Yosys 0.63+post, stock flow scripts
make -C /OpenROAD-flow-scripts/flow DESIGN_CONFIG=/design/flow/config.mk WORK_HOME=/design/flow/orfs finish
==> /design/flow/constraint.sdc <==
current_design Andar

set clk_period 1.5
set clk_io_pct 0.2

create_clock -name clk0 -period $clk_period [get_ports {clk}]

set non_clock_inputs [all_inputs -no_clocks]
set_input_delay [expr $clk_period * $clk_io_pct] -clock clk0 $non_clock_inputs
set_output_delay [expr $clk_period * $clk_io_pct] -clock clk0 [all_outputs]
==> /design/flow/config.mk <==
export PLATFORM = sky130hd
export DESIGN_NAME = Andar
export DESIGN_NICKNAME = Andar
export VERILOG_FILES = /design/flow/design.v
export SDC_FILE = /design/flow/constraint.sdc
export NUM_CORES = 4
export LEC_CHECK = 1
export CORE_AREA = 10 10 70 70
export DIE_AREA = 0 0 80 80
==> /design/flow/design.v <==
module Andar(
	input P,  
	input A0,  
	input A1,  
	input A2,  
	input clk,  
	input reset,  
	output [1:0] mot,  
	output [1:0] saida
);
	reg [1:0] state, nextstate;
	not(nreset, reset);
	parameter S0 = 2'b00;  
	parameter S1 = 2'b01;  
	parameter S2 = 2'b10;  
	always @(posedge clk, posedge nreset)
	if ( nreset ) state <= S0 ;
		else state <= nextstate ;
	always @ (*)
		case (state)
			S0 : begin if ((~A0 && A1 && ~A2) && ~P) nextstate = S1;
			else if ((~A0 && ~A1 && A2) && ~P) nextstate = S1;
			else if ((~A0 && A1 && A2) && ~P) nextstate = S1;
			else nextstate = S0;
			end
			S1 : begin if ((~A0 && ~A1 && A2) && ~P) nextstate = S2;
			else if ((A0 && ~A1 && ~A2) && ~P) nextstate = S0;
			else if ((A0 && ~A1 && A2) && ~P) nextstate = S0;
			else nextstate = S1;
			end
			S2 : begin if ((~A0 && A1 && ~A2) && ~P) nextstate = S1;
			else if ((A0 && ~A1 && ~A2) && ~P) nextstate = S1;
			else if ((A0 && A1 && ~A2) && ~P) nextstate = S1;
			else nextstate = S2;
			end
		endcase
	assign saida = state;
	assign mot[0] = (state == S0 && nextstate == S1) || (state == S1 && nextstate == S2);  
	assign mot[1] = (state == S2  && nextstate == S1) || (state == S1 && nextstate == S0);  
endmodule
==> GITHUB_STEP_SUMMARY <==
### Metrics collected by this job

| Metric | Value |
|---|---|
| Crit path max fanout | `2` |
| Crit path time final | `1.589 ns` |
| Ports | `10` |
| GRT Resource Usage Total | `0.03014` |
| Leakage | `0.2756 nW` |
| Vias in the first global route | `313` |
| Final setup fails | `2` |
| Die width | `80 µm` |
| Final setup TNS | `-0.1677 ns` |
| Final period util | `1.059` |
| Cell Type Count | `12` |
| Mapped Area | `234.0 µm²` |
| Die area | `0.006400 mm²` |
| Cells after DPL | `85` |
| Via count | `318` |
| Synth top area share | `0.2139` |
| Cell count after synthesis | `28` |
| Non-filler cells, final | `100` |
| Avg Inst Size Synth | `8.356 µm²` |
| Core area | `0.003416 mm²` |
| Mux cell area share | `0.04278` |
| CP Class | `register to primary output` |
| Startpoint Class | `register` |
| Setup ws final | `-0.08854 ns` |
| Register pins left without a clock | `2` |
| Post-route ant nets | `0` |
| First-pass GRT wire length | `1573 µm` |
| WHS | `0.2396 ns` |
| Worst slew pin tran | `between 0.2 and 0.25 ns` |
| # diodes | `0` |
| Num CTS Buffers | `3` |
| Count of library flops with an enable pin | `0` |
| Post-synth regs | `4` |
| Ys async rst share | `0.5000` |
| Drt wl/cell | `roughly 10 µm` |
| Area Growth Syn to Fin | `147.6%` |
| Congestion Overflow GR | `0` |
| Arr. time, crit path | `1.29 ns` |
| Hold buffers post-CTS | `0` |
| Htree depth | `1` |
| Clk root buf | `clkbuf_4` |
| Initial DRC Count | `5` |
| Init Core Util | `0.06850` |
| PortBufs | `9` |
| Tool warnings | `30` |
| WP data required | `1.20 ns` |
| Ao+oa area frac | `0.1604` |
| Initial antenna violation count | `0` |
| Max-slew headroom | `0.8571` |
| Status | `finished, violations left` |
| TritonCTS clock tree | `yes` |
| Final Hold Fails | `0` |
| Logic family by area | `adder cells` |
| Yosys synthesis chip area | `between 200 and 250 µm²` |
| Drt via density | `3.180` |
| Clock-pin transition on the worst setup and hold timing paths | `0.03 ns` |
| Layout cells sized above 1 | `0.5000` |
| Max-slew violation count | `0` |
| Top cells by area | `dfrtp_1 (21%), ha_1 (21%), dlxtn_1 (13%)` |
| Fillers | `372` |
| Longest Clk Path Bufs | `2` |
| Fmax | `629.5 MHz` |
| Critical Path End Type | `primary output` |
| RSZ-0062 raised after global routing | `yes` |
| Final core utilization | `0.1696` |
| TritonRoute pass-1 iters | `3` |
| Num rows | `21` |
| Ys Warns | `2` |
| Top post-synthesis cells by count | `nand2_1 (5), nor2_1 (5), ha_1 (4)` |
| Worst min-delay path class | `primary input to async pin` |
| Pwr Density | `352.0 mW/mm²` |
| Total wire length | `1043 µm` |
| XOR/XNOR Area Share | `0` |
| Most common reg cell | `dlxtn_1` |
| Failing checks | `setup timing` |
| Yosys top cell by area | `dfrtp_1` |
| VDD IR max | `around 0.11 mV` |
| Number of unconstrained endpoints | `4` |
| Ys cells | `28` |
| DRC viols | `0` |
| Die height | `around 80 µm` |
| Largest net degree at the start of global routing | `6` |
| Gp weighted congestion | `approximately 0.75` |
| Adder Area Share | `0.2139` |
| Final HPWL from detailed placement | `587.7 µm` |
| Basic Gates by Area | `0.1925` |
| Max Cap Viol | `0` |
[placed cells by master, fill, tap and decap left out, types with 2 or more instances in the layout]
cell type	n
clkbuf_4	3
buf_4	8
dfrtp_1	2
buf_6	6
buf_2	2
clkdlybuf4s50_1	5
inv_2	2
dlxtn_1	2
nand2_1	4
ha_4	3
nor2_1	5
[metal layers]
metal  wire, µm  GRT usage
met1        462    0.04003
met2        420    0.03612
met3        152    0.02386
met4          8   0.007042
met5          0          0
[through the flow]
step | setup WS (ns) | power, W | area (µm²)
6_report | -0.08854 | 0.0002039 | 579.3
4_1_cts | -0.07413 | 0.0002067 | 523.0
3_5_place_dp | -0.1869 | 0.00007926 | 396.6
3_3_place_gp | -0.1042 | 0.00007807 | 396.6
5_1_grt | -0.1217 | 0.0002214 | 579.3
2_1_floorplan | 0.4368 | 0.00006147 | 234.0
[worst max-delay path, stage by stage (launching register included)]
cell     delay [ns]
dfrtp_1        0.38
inv_2          0.07
buf_6          0.12
ha_4           0.15
mux2i_2        0.16
nor2_1         0.06
buf_2          0.12
[worst max path at each step]
stage,from,to,slack [ns]
after global routing,state[0],mot[1],-0.12
final,state[0],mot[1],-0.09
after CTS,state[0],mot[0],-0.07
[sequential cells by signal, summed over array words and instances (netlist names)]
name       cells
nextstate      2
state          2
[where the power goes]
part	switching (W)	internal, W
clock network	0.0000357	0.0000887
registers	0.00000000136	0.0000546
logic	0.00000968	0.0000152
total	0.0000454	0.000159
[cells by family (layout without fill, tap and decap cells)]
group,Yosys count,after routing
AOI/OAI and AO/OA,5,5
adders and majority gates,4,4
buffers and inverters,3,29
DFF,2,2
latches,2,2
muxes,1,1
and+or+nand+nor,11,11
[area by class of cell]
type | count | area (µm²) | area share
sequential | 4 | 80.08 | 0.1382
tap | 46 | 57.56 | 0.09935
multi-input combinational | 21 | 197.7 | 0.3413
inverter | 3 | 11.26 | 0.01944
timing repair buffer | 23 | 210.2 | 0.3629
clock buffer | 3 | 22.52 | 0.03888
[timing repair]
action	CTS	global route
cloned	0	0
setup buffers	9	4
setup endpoints to repair	2	3
gates resized	20	7
pin swaps	2	4
Power is estimated from default activity; no workload was simulated.
