--- run.sh ---
#!/bin/bash
# OpenROAD 26Q1-2900-gdf79404cd8, Yosys 0.63+post, stock flow scripts
make -C /OpenROAD-flow-scripts/flow DESIGN_CONFIG=/design/flow/config.mk WORK_HOME=/design/flow/orfs finish
--- config.mk ---
export PLATFORM = sky130hd
export DESIGN_NAME = Pessoas
export DESIGN_NICKNAME = Pessoas
export VERILOG_FILES = /design/flow/design.v
export SDC_FILE = /design/flow/constraint.sdc
export NUM_CORES = 4
export LEC_CHECK = 1
export CORE_AREA = 10 10 70 70
export DIE_AREA = 0 0 80 80
--- constraint.sdc ---
current_design Pessoas

set clk_period 2.2
set clk_io_pct 0.2

create_clock -name clk0 -period $clk_period [get_ports {clk}]

set non_clock_inputs [all_inputs -no_clocks]
set_input_delay [expr $clk_period * $clk_io_pct] -clock clk0 $non_clock_inputs
set_output_delay [expr $clk_period * $clk_io_pct] -clock clk0 [all_outputs]
--- design.v ---
module Pessoas(
	input P,  
	input B1,  
	input B2,  
	input clk,  
	input reset,  
	output C,  
	output [2:0] saida
);
	reg [2:0] state, nextstate;
	not(negB1, B1);
	not(negB2, B2);
	not(nreset, reset);
	not(nP, P);
	parameter S0 = 3'b000;  
	parameter S1 = 3'b001;  
	parameter S2 = 3'b010;  
	parameter S3 = 3'b011;  
	parameter S4 = 3'b100;  
	parameter S5 = 3'b101;  
	parameter S6 = 3'b110;  
	parameter S7 = 3'b111;  
	always @(posedge clk, posedge nreset)
	if ( nreset ) state <= S0 ;
		else state <= nextstate ;
	always @ (*)
		case (state)
			S0 : begin if (negB1 && P) nextstate = S1;
			else if (negB2 && P) nextstate = S0;
			else nextstate = S0;
			end
			S1 : begin if (negB1 && P) nextstate = S2;
			else if (negB2 && P) nextstate = S0;
			else nextstate = S1;
			end
			S2 : begin if (negB1 && P) nextstate = S3;
			else if (negB2 && P) nextstate = S1;
			else nextstate = S2;
			end
			S3 : begin if (negB1 && P) nextstate = S4;
			else if (negB2 && P) nextstate = S2;
			else nextstate = S3;
			end
			S4 : begin if (negB1 && P) nextstate = S5;
			else if (negB2 && P) nextstate = S3;
			else nextstate = S4;
			end
			S5 : begin if (negB1 && P) nextstate = S6;
			else if (negB2 && P) nextstate = S4;
			else nextstate = S5;
			end
			S6 : begin if (negB1 && P) nextstate = S7;
			else if (negB2 && P) nextstate = S5; 
			else nextstate = S6;
			end
			S7 : begin if (negB1 && P) nextstate = S7;
			else if (negB2 && P) nextstate = S6;
			else nextstate = S7;
			end
		endcase
	assign saida = state;
	assign C = state == S7;  
	endmodule
==> deck_impl_summary.md <==
Physical Implementation Snapshot

Finish
  – Commonest Layout Cell: sky130_fd_sc_hd__clkdlybuf4s50_1
  – Max reg flops: 3
  – Biggest registers after layout: state (3)
  – Share of layout cells above drive strength 1: under 10%
  – Register with the most flip-flops: state
  – Area grow syn2layout: 80.4%
  – Highest-count cells in the layout ignoring fill and taps: 8 x sky130_fd_sc_hd__clkdlybuf4s50_1, 4 x sky130_fd_sc_hd__a21oi_1, 3 x sky130_fd_sc_hd__nand2_1, 3 x sky130_fd_sc_hd__clkbuf_4, 3 x sky130_fd_sc_hd__dfrtp_1
  – Core utilization of the finished layout: between 10 and 15%
  – Fillers: 407

Routing
  – ANT cells: 0
  – DRT Wirelength: between 600 and 700 um
  – Via total after detailed routing: about 220
  – Pre-antenna DRT Iters: 1
  – Residual DRC count: 0
  – Routed vias/inst: between 2 and 3
  – Average detailed-routed wire length per instance: approximately 7.7 um
  – Count of antenna-violating nets left after detailed routing: 0
  – Iter 0 DRT Violations: 0

Global routing
  – Sum of overflow across all layers after global routing: 0
  – Total global routing track utilization: approximately 1.9%
  – Number of antenna violations at the first check in global routing: 0
  – First-pass GRT wire length: between 1000 and 1500 um
  – Via count of the first global-routing pass: approximately 240
  – Maximum number of pins on one net before global-route repair: 10

Pwr
  – Proportion of power drawn by flip-flops and latches: 34.6%
  – VDD IR-drop max: between 0.4 and 0.5 mV
  – Cell internal power dissipation: between 200 and 250 uW
  – Switch share: 31.7%
  – Share of total power in the clock network: a little over a quarter
  – Static leakage: around 0.14 nW
  – Total chip power: around 360 uW
  – Switching pwr: ~110 uW
  – Power per Cell Area: approximately 970 nW/um2
  – Fraction of power consumed by combinational cells: 38.2%

Floorplanning
  – Floorplan core density: 5.97%
  – Die width: roughly 80 um
  – # rows: 21
  – Area of the chip: ~6400 um2
  – Number of I/O pins: 9
  – Area of the core: about 3400 um2
  – Die boundary height: around 80 um

Setup path
  – Worst path required time: around 1.8 ns
  – FF-to-FF setup slack: between 1 and 1.5 ns
  – Category of the worst setup path launch point: flip-flop
  – Biggest fanout along the worst timing path: 8
  – CP arrival: 1.38 ns
  – Critical Setup Path Class: reg2out
  – Kind of end point of the critical path: primary output

Synth
  – Sequential fraction of the synthesis area: between 30% and 40%
  – Tally of yosys warning messages: 5
  – Chip area estimate from yosys synthesis: roughly 200 um2
  – Syn_area_per_cell: between 8 and 9 um2
  – Area leader share: between 30 and 40%
  – Post-Syn Area: 204 um2
  – Top area cell types: sky130_fd_sc_hd__dfrtp_1 37%, sky130_fd_sc_hd__a21oi_1 9.8%, sky130_fd_sc_hd__nand2_1 5.5%
  – Cells in synth_stat.txt: 23
  – Number of register bits inferred by synthesis: 3
  – Cell type with the largest total area after synthesis: sky130_fd_sc_hd__dfrtp_1
  – Distinct lib cells: 15
  – Synthesized instance count: 23

Place
  – Weighted congestion at the end of routability-driven global placement: between 0.7 and 0.8
  – Estimated wirelength of the detail-placed design: approximately 460 um
  – Port Buf Inserts: 8

Clock tree
  – Longest Clk Path Bufs: 2
  – Clock buffers created by TritonCTS: 3
  – H-Tree Depth: 1
  – Clock tree from TritonCTS: done
  – Post-CTS setup buffer count: 0
  – CTS Hold Bufs: 0
  – Number of sinks on the clock net: 3
  – Post-CTS clock slew at the launch and capture registers of the worst setup and hold paths: 0.04 ns
  – Number of gates resized after CTS: 0
  – Clock latency on the worst-skew pair: between 0.2 and 0.25 ns
  – Cell chosen for the clock root: sky130_fd_sc_hd__clkbuf_4

Timing
  – F_max: about 0.55 GHz
  – Post-Route Hold Slack: slightly below 0.4 ns
  – Final number of hold-violating endpoints: 0
  – Actual transition at the worst max-transition pin: roughly 0.26 ns
  – Post-route minimum period: roughly 1.8 ns
  – Share of the clock period used by the worst path after layout: slightly above 80%
  – Total negative slack: 0 ns
  – Final Skew: 0.00189 ns
  – Setup repair after global routing missed its margin: no
  – Final number of setup-violating endpoints: 0
  – Number of pins with negative max-slew slack in the final report: 0
  – Relative slew slack: approximately 83%

Run
  – Warning total across the stage logs: 25
  – Number of maximum-capacitance violations: 0

Min path
  – Path category of the worst min-delay check: in2async

Run status
  – Outcome: complete, no violations
[cells in the mapped netlist]
| cell type | count |
|---|---|
| sky130_fd_sc_hd__o211a_1 | 1 |
| sky130_fd_sc_hd__nor2b_1 | 1 |
| sky130_fd_sc_hd__a311o_1 | 1 |
| sky130_fd_sc_hd__o21bai_1 | 1 |
| sky130_fd_sc_hd__nand2b_1 | 1 |
| sky130_fd_sc_hd__dfrtp_1 | 3 |
| sky130_fd_sc_hd__a21oi_1 | 4 |
| sky130_fd_sc_hd__a21boi_0 | 1 |
| sky130_fd_sc_hd__and3_1 | 1 |
| sky130_fd_sc_hd__o22a_1 | 1 |
| sky130_fd_sc_hd__nor2_1 | 2 |
| sky130_fd_sc_hd__and3b_1 | 1 |
| sky130_fd_sc_hd__nand2_1 | 3 |
| sky130_fd_sc_hd__nor3b_1 | 1 |
| sky130_fd_sc_hd__nand4bb_1 | 1 |
[final timing paths]
kind                               start       end  cells after the start
min in group clk0               state[1]  state[1]                      1
worst max-delay path            state[2]         C                      2
worst max register to register  state[2]  state[1]                      3
worst min register to register  state[1]  state[1]                      1
max in group asynchronous          reset  state[2]                      1
worst min-delay path               reset  state[1]                      1
[kinds of logic (layout without fill, tap and decap cells)]
family                 after synthesis  after routing  synth area share, %
AOI/OAI and AO/OA                    9              9                 31.3
buffers and inverters                0             12                    0
and+or+nand+nor                     11             11                 31.9
DFF                                  3              3                 36.8
[final cells by class]
class | count | area (um2) | area share [%]
clock buffers | 4 | 26.3 | 7.14
repair buffers | 8 | 80.1 | 21.8
well taps | 46 | 57.6 | 15.6
flip-flops and latches | 3 | 75.1 | 20.4
multi-input cells | 20 | 129 | 35.0
[worst max-delay path, cell delays in order, from the launching register on]
cell	delay [ns]
sky130_fd_sc_hd__dfrtp_1	0.46
sky130_fd_sc_hd__and3_1	0.19
sky130_fd_sc_hd__clkdlybuf4s50_1	0.49
[power by group through the flow]
stage                 clock [mW]  combinational [mW]  sequential (mW)
after CTS                  0.105               0.140            0.124
after global routing       0.103               0.153            0.133
final                     0.0970               0.136            0.124
[layer usage]
layer | vias up | global-route usage [%] | routed length (um)
met4 | 0 | 0.704 | 10
met1 | 95 | 2.60 | 304
met2 | 11 | 2.25 | 222
met5 | - | 0 | 0
met3 | 2 | 1.25 | 83
li1 | 111 | - | -
[through the flow]
stage	instance area (um2)	cells	worst slack, ns
floorplan	204	23	1.12
global placement	342	77	0.502
detailed placement	342	77	0.466
CTS	368	81	0.359
global route	368	81	0.313
finish	368	81	0.382
Power and IR drop assume default switching activity.
