==> design.v <==
module DivisorClock(clock_in, clock_out);
input clock_in;           
output reg clock_out;     
reg[24:0] counter = 25'b0000000000000000000000000;   
reg[24:0] counter_fin = 25'b1011111010111100001000000;   
always @(posedge clock_in) begin
    if (counter < counter_fin) begin
        counter <= counter + 1'b1;   
    end else begin
        counter <= 25'b0000000000000000000000000;  
        clock_out <= ~clock_out;   
    end
end
endmodule
==> run.sh <==
#!/bin/bash
# OpenROAD 26Q1-2900-gdf79404cd8, Yosys 0.63+post, stock flow scripts
make -C /OpenROAD-flow-scripts/flow DESIGN_CONFIG=/design/flow/config.mk WORK_HOME=/design/flow/orfs finish
==> config.mk <==
export PLATFORM = sky130hd
export DESIGN_NAME = DivisorClock
export DESIGN_NICKNAME = DivisorClock
export VERILOG_FILES = /design/flow/design.v
export SDC_FILE = /design/flow/constraint.sdc
export NUM_CORES = 4
export LEC_CHECK = 1
export CORE_AREA = 10 10 87 87
export DIE_AREA = 0 0 97 97
==> constraint.sdc <==
current_design DivisorClock

set clk_period 2.7
set clk_io_pct 0.2

create_clock -name clk0 -period $clk_period [get_ports {clock_in}]

set non_clock_inputs [all_inputs -no_clocks]
set_input_delay [expr $clk_period * $clk_io_pct] -clock clk0 $non_clock_inputs
set_output_delay [expr $clk_period * $clk_io_pct] -clock clk0 [all_outputs]
==> Slide: Implementation Results <==
Implementation Results

GRT
  • Largest net degree at the start of global routing: 25
  • Vias in the first global route: 886
  • Global-route wire length before repair: between 4 and 5 mm
  • Global Route Usage Sum: 0.0480
  • Initial antenna violation count: 0
  • Total gr overflow: 0

Pwr
  • LEAKAGE: 0.490 nW
  • P_int: 0.515 mW
  • Sw Share: 0.189
  • Worst vdd ir: 0.232 mV
  • Pwr/cell area: 455 nW/µm²
  • Switching pwr: 0.120 mW
  • Comb pwr share: 0
  • Clk pwr share: 0.394
  • Part of the power in registers: 0.606

Cells and area
  • Final instance area: 1400 µm²
  • Register area: 531 µm²
  • Area delta synth->final: 10.1%
  • Logic cell area: 679 µm²
  • Filler cell count: 600
  • Final instance count without filler cells: 214
  • Share of cells above drive strength 1: 0.120

STA
  • Final min period: between 2 and 2.5 ns
  • Final period util: 0.752
  • Hold slack final: 0.500 ns
  • Worst clock skew: 0.00393 ns
  • Worst Setup Slack, final: 0.671 ns
  • Final Setup Violations: 0
  • Slew margin rel.: 0.647
  • Slew @ Worst Pin: 0.525 ns
  • RSZ-0062 raised after global routing: no
  • Final Hold Fails: 0
  • Slew Viols, Final: 0
  • Fmax: just under 0.5 GHz
  • Setup TNS: 0 ns

Drt
  • Post-Route WL: 2.29 mm
  • First-pass DRT Iterations: 4
  • DR vias/cell: 4.64
  • Initial DRC count: approximately 73
  • Via Count: roughly 990
  • DRC Markers: 0
  • Diodes inserted: 0
  • Wire per inst: 10.7 µm
  • Final ANT Viol Nets: 0

Clocking
  • Clock slew at reported path FFs: around 0.090 ns
  • Htree depth: 1
  • Post-CTS setup buffer count: 0
  • TritonCTS clock tree: built
  • TritonCTS Buffers: 3
  • Clk latency late pin: 0.27 ns
  • Clock tree buffer depth: 2
  • Post_cts resized: 0
  • Clk sink count: 26
  • Hold-fix buffers, CTS: 0
  • Root buf cell: clkbuf_8

Place
  • Post-DP Area: between 1000 and 1500 µm²
  • Buffers on Ports: 1
  • GPL Wtd Cong: roughly 0.84
  • Placed Cells: roughly 210
  • DP Worst Slack: 0.683 ns
  • Dpl hpwl: between 1.5 and 2 mm

Outcome
  • Status: finished, final reports clean

Logic synthesis
  • Top cells by count: dfxtp_1 (25), nor3_1 (20), xnor2_1 (10), a211oi_1 (7), nand2_1 (7)
  • Distinct lib cells: 34
  • Post-Syn Area per Cell: a little over 9 µm²
  • Top post-synthesis cells by area: dfxtp_1 (39%), nor3_1 (7.9%), xnor2_1 (6.9%)
  • YS warnings: 1
  • Yosys chip area: 1270 µm²
  • Top cell area share: 0.394
  • Syn Inst Count: 140
  • Post-synth regs: 26
  • Post-synth seq share: 0.418
  • Count of library flops with an enable pin: 1
  • Async S/R FF share, synth: 0
  • Most common cell in the netlist: dfxtp_1
  • Synth area leader: dfxtp_1
  • Post-Syn Area: 1270 µm²
  • Post-synthesis cell count from yosys: about 140
  • Main flop type: dfxtp_1

Worst hold path
  • Hold depth: 2
  • Hold crit path type: flop to flop
  • Min-Delay Startpoint: counter[22]
  • WHS Endpoint: counter[22]

Die
  • Placement row count: 27
  • Pre-Place Util: 0.225
  • Core area: 5640 µm²
  • # IOs: 2
  • Die area: 9410 µm²
  • Die y size: 97 µm
  • Chip width: 97 µm

Worst setup path
  • Reg2Reg Depth: 5
  • RR Startpoint: counter[0]
  • Crit Path Max Fanout: 7
  • Cell chain of the critical path: ha_1 > nand3_2 > or4_4 > or3_1 > a211oi_1
  • CP Data Required Time: ~2.9 ns
  • Crit path capture type: flop
  • WP data arrival: 2.22 ns
  • Critical Path Source Type: flop
  • Slowest cell on crit path: or4_4
  • Max incr delay on CP: around 0.6 ns
  • R2r setup slk: 0.67 ns
  • Crit Path Class: flop to flop
  • Worst flop-to-flop path endpoint: counter[18]

Flow run
  • Log Warnings: 25
  • Max Cap Viol: 0
-- stage by stage --
stage | utilization | total power [mW]
4_1_cts | 0.248 | 0.647
3_3_place_gp | 0.238 | 0.394
6_report | 0.248 | 0.636
3_5_place_dp | 0.238 | 0.394
2_1_floorplan | - | 0.394
5_1_grt | 0.248 | 0.655
-- power groups by stage --
stage                 sequential, mW  combinational [mW]  clock (mW)
final                          0.385         0.000000248       0.251
after global routing           0.385         0.000000248       0.270
after CTS                      0.385         0.000000248       0.262
-- worst max-delay path by stage --
stage	from	end	slack, ns	cells past startpoint
6_report	counter[0]	counter[18]	0.67	5
5_1_grt	counter[0]	counter[18]	0.56	5
4_1_cts	counter[0]	counter[18]	0.65	5
-- flip-flops by register name, indices dropped and copies added, names as in the netlist --
register,count
clock_out,1
counter,25
-- critical path, delay by kind of cell (launching register included) --
kind	cells	cell delay, ns
flops	1	0.39
compound gates	1	0.22
simple gates	3	1.13
fa+ha+maj	1	0.22
-- placed cells by master (no fill, tap or decap), types with 3 or more instances in the layout --
cell type,instances
clkbuf_8,4
and2_1,3
a211oi_1,7
nor2_1,4
o21ai_0,5
nand3_1,5
a21oi_1,3
xnor2_1,10
nor3_1,20
or3_1,6
dfxtp_1,25
nand2_1,7
nor4_1,3
nand4_1,6
inv_1,5
xor2_1,4
-- cells by family after synthesis --
family | count (synthesis) | synth area share
AOI/OAI and AO/OA | 18 | 0.0916
buffers and inverters | 10 | 0.0473
muxes | 1 | 0.00887
DFF | 26 | 0.418
xor gates and xnor gates | 14 | 0.0965
adders and majority gates | 1 | 0.00985
and+or+nand+nor | 70 | 0.328
-- layer usage --
metal / up-vias / routed length, µm / track usage
met1: 456 / 1210 / 0.0651
met4: 0 / 8 / 0.00451
met3: 2 / 83 / 0.0143
li1: 521 / - / -
met5: - / 0 / 0
met2: 14 / 982 / 0.0762
-- layout make-up --
cell class | instances | share of cell area
Multi-Input combinational cell | 104 | 0.486
Sequential cell | 26 | 0.379
Tap cell | 72 | 0.0644
Clock buffer | 4 | 0.0394
Timing Repair Buffer | 3 | 0.0179
Inverter | 5 | 0.0134
Power and IR drop assume default switching activity.
